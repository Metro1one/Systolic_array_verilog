**flow/design.v**
```verilog
module block(inp_north, inp_west, clk, rst, outp_south, outp_east, result);
input [15:0] inp_north, inp_west;   
output reg [31:0] outp_south, outp_east;   
input clk, rst;
output reg [31:0] result;   
always @(posedge clk) begin
    if (rst) begin
        result <= 0;
        outp_east <= 0;
        outp_south <= 0;
    end else begin
        result <= result + (inp_west * inp_north);   
        outp_east <= inp_west;   
        outp_south <= inp_north;   
    end
end
endmodule
module systolic_array(
    inp_west0, inp_west4, inp_west8, inp_west12,
    inp_north0, inp_north1, inp_north2, inp_north3,
    result0, result1, result2, result3, result4, result5, result6, result7,
    result8, result9, result10, result11, result12, result13, result14, result15,
    clk, rst,count
);
input wire [31:0] inp_west0, inp_west4, inp_west8, inp_west12,
                  inp_north0, inp_north1, inp_north2, inp_north3;
output wire [63:0] result0, result1, result2, result3, result4, result5, result6, result7,
                   result8, result9, result10, result11, result12, result13, result14, result15;
output reg [7:0] count;
input clk, rst;
wire [31:0] outp_south0, outp_south1, outp_south2, outp_south3, outp_south4, outp_south5, outp_south6, outp_south7,
            outp_south8, outp_south9, outp_south10, outp_south11, outp_south12, outp_south13, outp_south14, outp_south15;
wire [31:0] outp_east0, outp_east1, outp_east2, outp_east3, outp_east4, outp_east5, outp_east6, outp_east7,
            outp_east8, outp_east9, outp_east10, outp_east11, outp_east12, outp_east13, outp_east14, outp_east15;
always @(posedge clk) begin
    if (rst) begin
	count<=0;
    end else begin
	count<=count+1;
    end
end
block P0 (inp_north0, inp_west0, clk, rst, outp_south0, outp_east0, result0);
block P1 (inp_north1, outp_east0, clk, rst, outp_south1, outp_east1, result1);
block P2 (inp_north2, outp_east1, clk, rst, outp_south2, outp_east2, result2);
block P3 (inp_north3, outp_east2, clk, rst, outp_south3, outp_east3, result3);
block P4 (outp_south0, inp_west4, clk, rst, outp_south4, outp_east4, result4);
block P5 (outp_south1, outp_east4, clk, rst, outp_south5, outp_east5, result5);
block P6 (outp_south2, outp_east5, clk, rst, outp_south6, outp_east6, result6);
block P7 (outp_south3, outp_east6, clk, rst, outp_south7, outp_east7, result7);
block P8 (outp_south4, inp_west8, clk, rst, outp_south8, outp_east8, result8);
block P9 (outp_south5, outp_east8, clk, rst, outp_south9, outp_east9, result9);
block P10 (outp_south6, outp_east9, clk, rst, outp_south10, outp_east10, result10);
block P11 (outp_south7, outp_east10, clk, rst, outp_south11, outp_east11, result11);
block P12 (outp_south8, inp_west12, clk, rst, outp_south12, outp_east12, result12);
block P13 (outp_south9, outp_east12, clk, rst, outp_south13, outp_east13, result13);
block P14 (outp_south10, outp_east13, clk, rst, outp_south14, outp_east14, result14);
block P15 (outp_south11, outp_east14, clk, rst, outp_south15, outp_east15, result15);
endmodule
```
**flow/run.sh**
```bash
#!/bin/bash
# OpenROAD 26Q1-2900-gdf79404cd8, Yosys 0.63+post, stock flow scripts
make -C /OpenROAD-flow-scripts/flow DESIGN_CONFIG=/design/flow/config.mk WORK_HOME=/design/flow/orfs finish
```
**flow/config.mk**
```make
export PLATFORM = sky130hd
export DESIGN_NAME = systolic_array
export DESIGN_NICKNAME = systolic_array
export VERILOG_FILES = /design/flow/design.v
export SDC_FILE = /design/flow/constraint.sdc
export NUM_CORES = 4
export LEC_CHECK = 1
export CORE_UTILIZATION = 40
```
**flow/constraint.sdc**
```tcl
current_design systolic_array

set clk_period 14.3
set clk_io_pct 0.2

create_clock -name clk0 -period $clk_period [get_ports {clk}]

set non_clock_inputs [all_inputs -no_clocks]
set_input_delay [expr $clk_period * $clk_io_pct] -clock clk0 $non_clock_inputs
set_output_delay [expr $clk_period * $clk_io_pct] -clock clk0 [all_outputs]
```
==> flow_metrics.py <==
# Physical implementation metrics
metrics = {
    "outcome": {
        "status": "completed",
    },
    "clocking": {
        "htree_num_levels": 4,
        "cts_buffers": 137,
        "clockBufferDepth": 4,
        "cts_tree": "yes",
        "clk_latency_ns": 0.90,
        "clkSlewWorstSetupHoldPaths_ns": 0.05,
        "clock_sinks": 904,
        "cts_resized": 0,
        "post-cts-setup-buffer-count": 0,
        "ctsHoldBuffers": 0,
        "clockRootBuffer": "clkbuf_16",
    },
    "routing": {
        "wl_per_cell_um": 17.9,
        "drtAntennaViolNets": 0,
        "drc": 0,
        "drt_iter0_markers": 4560,
        "routed_wl_um": 479000,
        "routed_via_density": 4.72,
        "dr.pass1.iters": 6,
        "num_vias": 125994,
    },
    "die": {
        "die_w_um": 669,
        "core_area_um2": 442000,
        "dieArea_um2": 447000,
        "core.rowCount": 244,
        "initial_core_util": 0.402,
        "die_y_um": 669,
        "ioPinCount": 1290,
    },
    "setup_path": {
        "crit_cells": 24,
        "crit_fanout": 17,
        "required_ns": 15.03,
        "reg2reg_depth": 20,
        "start_kind": "primary input",
        "endpoint_kind": "register",
        "worstSetupPathType": "primary input to register",
        "cp_common_cell": "fa_1",
        "cp.arrival_ns": 9.62,
        "path_cells": "clkdlybuf4s50_1 > nand2_1 > fa_1 > fa_1 > inv_1 > fa_1 > inv_1 > fa_1 > inv_1 > fa_1 > inv_1 > fa_1 > inv_1 > ha_1 > nand4_1 > a211o_1 > a31oi_1 > buf_4 > a41oi_1 > o2111ai_1 > o211ai_1 > o21ai_1 > xnor2_1 > nor2_1",
        "slowest_stage": "clkdlybuf4s50_1",
        "max_stage_delay_ns": 1.02,
        "worst-path-buf-inv": 7,
        "cp_top_family": "adder cells",
    },
    "synthesis": {
        "syn_inst": 20266,
        "syn-mean-instance-area_um2": 8.78,
        "netlist_area_um2": 178000,
        "ys_seq_frac": 0.102,
        "synthDistinctLibCells": 92,
        "synth-seq-cells": 904,
        "yosys-stat-area_um2": 178000,
        "dominantRegCellSynth": "dfxtp_1",
        "edf_count": 0,
        "ys_cells": 20266,
        "yosys_warnings": 50,
        "async_flop_share": 0,
    },
    "timing": {
        "final-setup-viol-count": 0,
        "tightest_slew_ns": 0.935,
        "setup-tns-final_ns": 0,
        "period_used_share": 0.622,
        "finalClockSkew_ns": 0.0511,
        "worst_slack_ns": 5.41,
        "whs_ns": 0.467,
        "drv_slew": 0,
        "finalCriticalPeriod_ns": 8.89,
        "hold_violations": 0,
        "max_freq_mhz": 113,
        "slew_headroom": 0.376,
        "rsz0062_at_grt": "false",
    },
    "global_routing": {
        "grt_pass1_vias": 131935,
        "grt-ovfl-total": 0,
        "grt_max_degree": 93,
        "met2_usage": 0.361,
        "grt_pass1_wl_um": 762000,
        "antenna_found_initial": 40,
        "track_usage": 0.235,
        "busiest_layer": "met2",
        "grt_util_met3": 0.0876,
        "grt_util_met1": 0.318,
    },
    "power_and_ir_drop": {
        "p_leak_uw": 0.0998,
        "ir_drop_v": 0.000258,
        "power.density_nw_per_um2": 113,
    },
    "finish": {
        "flop_area_um2": 18100,
        "fillers": 42941,
        "logic_area_um2": 135000,
        "layout.cells.non_filler": 26719,
        "areaGrowthSynthToFinish_pct": 9.35,
        "drive_gt1_frac": 0.0294,
    },
    "placed_design": {
        "post-place-ws_ns": 4.51,
        "gp_congestion": 0.939,
        "port_buffers": 649,
        "dp_hpwl_um": 387000,
        "dp.cells": 26451,
    },
    "min_path": {
        "hp-class": "register to register",
        "whs_path_depth": 1,
    },
    "job": {
        "warnings": 153,
        "drv_cap": 0,
    },
}
==> cells in the mapped netlist (16+ instances only) <==
cell type | instances | area, um^2
a311oi_1 | 16 | 140
o21ai_0 | 191 | 956
nor2_1 | 573 | 2150
and3_1 | 58 | 363
a21oi_1 | 377 | 1890
a31oi_1 | 66 | 413
nor2b_1 | 519 | 3250
a21o_1 | 249 | 1870
ha_1 | 1585 | 19800
nor3_1 | 80 | 400
dfxtp_1 | 904 | 18100
o31a_1 | 16 | 140
buf_4 | 512 | 3840
o21a_1 | 47 | 353
o211ai_1 | 22 | 165
xor2_1 | 175 | 1530
o21bai_1 | 56 | 420
nand2b_1 | 55 | 344
fa_1 | 3600 | 72100
clkbuf_1 | 701 | 2630
and2_1 | 1911 | 12000
o21ai_1 | 52 | 260
xnor2_1 | 251 | 2200
inv_1 | 5359 | 20100
nand2_1 | 2452 | 9200
a211oi_1 | 48 | 360
nand4_1 | 64 | 400
nand3_1 | 81 | 405
o31ai_1 | 21 | 158
==> logic make-up after synthesis <==
family | Yosys count | share of synthesized area
flip-flops | 904 | 0.102
other | 1 | 0.0000211
XOR/XNOR | 426 | 0.0210
AND-OR/OR-AND | 1300 | 0.0472
AND/OR/NAND/NOR | 5866 | 0.163
buffers and inverters | 6579 | 0.150
multiplexers | 5 | 0.000303
adder cells (fa/ha/maj) | 5185 | 0.517
==> stage by stage <==
stage / power (uW) / instance area [um^2] / util
after floorplan: 14100 / 180000 / -
after global placement: 18400 / 190000 / 0.429
after detailed placement: 18300 / 190000 / 0.429
after CTS: 22300 / 194000 / 0.440
after global routing: 24500 / 194000 / 0.440
final: 22000 / 194000 / 0.440
==> cell type report <==
cell class                 count  area share
clock buffer                 169      0.0196
clock inverter                76     0.00461
inverter                    5359       0.103
multi-input combinational  13294       0.694
sequential                   904      0.0931
antenna                       23    0.000296
timing repair buffer         990      0.0467
tap                         5904      0.0380
==> metal layers <==
| layer | part of all wire | vias to the layer above |
|---|---|---|
| li1 | - | 58749 |
| met1 | 0.40 | 62895 |
| met2 | 0.46 | 3698 |
| met3 | 0.092 | 631 |
| met4 | 0.043 | 21 |
| met5 | 0.00060 | - |
==> worst paths after layout <==
check,startpoint,slack (ns),to
setup / recovery,inp_west4[10],5.41,P4.result[31]
hold / removal,P0.outp_east[13],0.47,P1.outp_east[13]
setup reg to reg,P7.outp_south[1],7.43,P11.result[31]
hold reg to reg,P0.outp_east[13],0.47,P1.outp_east[13]
==> where the power goes <==
part	internal (uW)	switching [uW]	total, uW
Clock	2160	1520	3690
Sequential	3010	565	3580
Combinational	6160	8560	14700
Total	11300	10600	22000
==> placed cells by master (no fill, tap or decap), drive strengths merged, types with 16 or more instances in the layout <==
cell | netlist | layout
inv | 5359 | 5369
fa | 3600 | 3600
nand2 | 2452 | 2452
and2 | 1911 | 1911
ha | 1585 | 1585
dfxtp | 904 | 904
clkdlybuf4s50 | 0 | 648
nor2 | 573 | 573
nor2b | 519 | 519
conb | 1 | 512
a21oi | 378 | 378
buf | 518 | 342
xnor2 | 251 | 251
a21o | 249 | 249
o21ai | 243 | 243
xor2 | 175 | 175
clkbuf | 702 | 169
nand3 | 81 | 81
nor3 | 80 | 80
a31oi | 66 | 66
nand4 | 64 | 64
and3 | 60 | 60
o21bai | 56 | 56
nand2b | 55 | 55
a211oi | 49 | 49
o21a | 47 | 47
clkinv | 0 | 34
diode | 0 | 23
o31ai | 23 | 23
o211ai | 22 | 22
clkinvlp | 0 | 18
o31a | 16 | 16
a311oi | 16 | 16
==> worst register-to-register path, stage by stage (launching register included) <==
cell and delay [ns]:
dfxtp_1 0.89, nand2_1 0.19, fa_1 0.54, fa_1 0.57
fa_1 0.45, fa_1 0.55, inv_1 0.05, fa_1 0.47
inv_1 0.05, fa_1 0.47, inv_1 0.04, ha_1 0.34
and3_4 0.21, a221o_1 0.38, a21oi_2 0.15, a21o_1 0.22
a41oi_2 0.21, or4_1 0.53, a31oi_1 0.24, xnor2_1 0.14
nor2_1 0.05
Power and IR drop assume default switching activity.
